[design/flow/config.mk]
export PLATFORM = sky130hd
export DESIGN_NAME = cordic_dds
export DESIGN_NICKNAME = cordic_dds
export VERILOG_FILES = /design/flow/design.v
export SDC_FILE = /design/flow/constraint.sdc
export NUM_CORES = 4
export LEC_CHECK = 1
export CORE_UTILIZATION = 40
[design/flow/constraint.sdc]
current_design cordic_dds

set clk_period 12.6
set clk_io_pct 0.2

create_clock -name clk0 -period $clk_period [get_ports {clk}]

set non_clock_inputs [all_inputs -no_clocks]
set_input_delay [expr $clk_period * $clk_io_pct] -clock clk0 $non_clock_inputs
set_output_delay [expr $clk_period * $clk_io_pct] -clock clk0 [all_outputs]
[design/flow/design.v]
module cordic_dds # (
   parameter DW = 16,                
   parameter PIPE_DEPTH = 14,        
   parameter limP = 16'h4dba         
)
( 
   sin_o, cos_o, err_o,
   clk, phase_i
);
   input             clk;
   input [DW-1:0]    phase_i;        
   output [DW:0]     sin_o, cos_o;   
   output [DW:0]     err_o;          
   reg [DW:0] cos_r=0, sin_o_r=0;
   reg [DW:0] x[PIPE_DEPTH:0];
   reg [DW:0] y[PIPE_DEPTH:0];
   reg [DW:0] z[PIPE_DEPTH:0];
   reg [DW:0] atan_rom[PIPE_DEPTH:0];
   reg [1:0] quadrant [PIPE_DEPTH:0];
   integer i;
   initial begin
      for(i=0; i<=PIPE_DEPTH; i=i+1) begin
         x[i] = 0; y[i] = 0; z[i] = 0;
         quadrant[i] = 2'b0;
      end
   end
   initial begin
      atan_rom[0] <= 8189;
      atan_rom[1] <= 4834;
      atan_rom[2] <= 2554;
      atan_rom[3] <= 1296;
      atan_rom[4] <= 650;
      atan_rom[5] <= 325;
      atan_rom[6] <= 162;
      atan_rom[7] <= 81;
      atan_rom[8] <= 40;
      atan_rom[9] <= 20;
      atan_rom[10] <= 10;
      atan_rom[11] <= 5;
      atan_rom[12] <= 2;
      atan_rom[13] <= 1;
   end
   always @ (posedge clk) begin  
      x[0] <= {1'b0, limP};
      y[0] <= 0;
      z[0] <= {3'b0, phase_i[DW-1-2:0]};  
   end
   always @ (posedge clk) begin  
      x[1] <= x[0] - y[0];
      y[1] <= x[0] + y[0];
      z[1] <= z[0] - atan_rom[0];  
   end
   generate
      genvar k;
      for(k=1; k<PIPE_DEPTH; k=k+1) begin
         always @ (posedge clk) begin
            if (z[k][DW]) begin  
               x[k+1] <= x[k] + {{k{y[k][DW]}},y[k][DW:k]};  
               y[k+1] <= y[k] - {{k{x[k][DW]}},x[k][DW:k]};  
               z[k+1] <= z[k] + atan_rom[k];
            end else begin
               x[k+1] <= x[k] - {{k{y[k][DW]}},y[k][DW:k]};
               y[k+1] <= y[k] + {{k{x[k][DW]}},x[k][DW:k]};
               z[k+1] <= z[k] - atan_rom[k];
            end
         end
      end
   endgenerate
   always @ (posedge clk) begin
      quadrant[0] <= phase_i[DW-1:DW-2];
   end
   generate
      genvar j;
      for(j=0; j<PIPE_DEPTH; j=j+1) begin
         always @ (posedge clk) begin
            quadrant[j+1] <= quadrant[j];
         end
      end
   endgenerate
   always @ (posedge clk)
      case(quadrant[PIPE_DEPTH])
         2'b00: begin
            cos_r <= x[PIPE_DEPTH];  
            sin_o_r <= y[PIPE_DEPTH];  
         end
         2'b01: begin
            cos_r <= ~(y[PIPE_DEPTH]) + 1'b1;  
            sin_o_r <= x[PIPE_DEPTH];  
         end
         2'b10: begin
            cos_r <= ~(x[PIPE_DEPTH]) + 1'b1;  
            sin_o_r <= ~(y[PIPE_DEPTH]) + 1'b1;  
         end
         2'b11: begin
            cos_r <= y[PIPE_DEPTH];  
            sin_o_r <= ~(x[PIPE_DEPTH]) + 1'b1;  
         end
      endcase
   assign cos_o = cos_r;
   assign sin_o = sin_o_r;
   assign err_o = z[PIPE_DEPTH];
endmodule
[design/flow/run.sh]
#!/bin/bash
# OpenROAD 26Q1-2900-gdf79404cd8, Yosys 0.63+post, stock flow scripts
make -C /OpenROAD-flow-scripts/flow DESIGN_CONFIG=/design/flow/config.mk WORK_HOME=/design/flow/orfs finish
==> CHANGELOG.md <==
### Metrics

* Status: finished clean
* DRC violations left at 0
* Ys Warns at 5
* Worst Path Required at 13120 ps
* Most frequent cell on the critical path: a21o_1
* Crit. End Element: flip-flop
* Post-synth cell types at approximately 80
* Max frequency at 241.9 MHz
* Min cycle time layout at 4135 ps
* Number of enable flip-flop cells at 0
* Fin crit share at 0.3281
* Dpl hpwl at 77290 um
* Worst setup SP type: flip-flop
* Post-route setup TNS at 0 ps
* Antenna Nets Post-Route at 0
* Max-cap viol count at 0
* Pin count of the biggest net entering global routing at between 70 and 80
* Synthesized area at 0.04633 mm^2
* Worst rel slew slack at 0.4633
* Most instantiated logic cells after routing: 729 x dfxtp_1, 616 x ha_1, 529 x a21oi_1, 482 x xnor2_1, 393 x nor2_1
* First-pass GRT wire length at 162800 um
* WP buf/inv at 0
* Post-Place Cells at between 6000 and 7000
* Final Instance Area at 0.05153 mm^2
* # diodes at 0
* Clk_skew at 13.93 ps
* Critical-path maximum fanout at 4
* Post-cts gate resize count at 0
* Avg Inst Size Synth at 8.880 um^2
* Worst-path clk slew at ~60 ps
* Slew @ Worst Pin at approximately 800 ps
* Die height at 342.3 um
* Area grow syn2layout at 11.23%
* Synth Register Bits at 730
* Dominant logic cell type in the layout: dfxtp_1
* DP Area at between 0.04 and 0.05 mm^2
* Root buf cell: clkbuf_16
* Delay-heaviest family, CP: simple AND/OR/NAND/NOR gates
* DR WL/cell at between 10 and 15 um
* Top cells, area: dfxtp_1 32%, ha_1 17%, xnor2_1 9.1%
* Chip Area, Yosys at 0.04633 mm^2
* CP Class: reg -> reg
* Register share after synthesis at 0.3154
* Async SR Flop Fraction at 0
* Synth area leader: dfxtp_1
* Vias in the first global route at 33050
* Total gr overflow at 0
* GR Util All Layers at 0.1722
* Clock sinks at 730
* Max incr delay on CP at about 630 ps
* Starting density of the core at 0.4041
* CTS tree: done
* Via density at 5.140
* Yosys cell count at approximately 5200
* Io pins at 68
* Hold buffer count at CTS at 0
* Via count at 35420
* Initial antenna violation count at 0
* Insertion Delay late pin at approximately 650 ps
* Max clock buf depth at 3
* Mapped Cells at 5217
* Total setup buffers inserted after CTS at 0
* H-tree level count at 3
* Pre-antenna DRT Iters at 11
* Starting DRT DRC Count at ~1700
* Share of cells above drive strength 1 at 0.04109
* Routability cong. at 0.8999
* Hold Crit Class: reg -> reg
* Final hold vios at 0
* Core Region at 0.1147 mm^2
* PortBufs at between 60 and 70
* Total CTS buffers at 83
* Slowest CP cell: or4b_2
* Max-area cell share at 0.3154
* Log Warnings at 26
* Max Slew Vio Count at 0
* Die W at 342.3 um
* Crit path DAT at 4650 ps
* Routed wire length at 97700 um
* Post-synth top flop: dfxtp_1
* Rows at 124
* Chip area at 0.1172 mm^2
* RSZ-0062 raised after global routing: no
* Post-route insts no fill at 6891
* Final setup viols at 0
* Cells along the critical path: or4_1 -> or3_1 -> ha_1 -> a21oi_1 -> ha_1 -> a21o_1 -> a21o_1 -> a21o_1 -> o311ai_0 -> or4b_2 -> o311ai_0
==> cells in the mapped netlist, drive strengths merged (18+ instances only) <==
| cell | n |
|---|---|
| o31ai | 25 |
| dfxtp | 730 |
| nand2 | 229 |
| xnor2 | 482 |
| a31oi | 60 |
| nand4 | 21 |
| clkbuf | 52 |
| nand2b | 47 |
| a211oi | 38 |
| mux2i | 36 |
| nor4 | 26 |
| a21o | 170 |
| xor2 | 200 |
| or3 | 38 |
| nand3 | 99 |
| nor2 | 393 |
| a21oi | 530 |
| o21a | 81 |
| nor2b | 81 |
| nor3 | 162 |
| inv | 329 |
| ha | 616 |
| o41ai | 20 |
| o21bai | 89 |
| o21ai | 261 |
| fa | 36 |
| and3 | 40 |
| o211ai | 18 |
==> cells by family after synthesis <==
group	share of synthesized area
muxes	0.01288
DFF	0.3154
xor gates and xnor gates	0.1291
buffers and inverters	0.03262
AOI/OAI and AO/OA	0.2003
and+or+nand+nor	0.1277
other	0.00008094
adders and majority gates	0.1819
==> path summary, 6_finish.rpt <==
kind,endpoint,cells past startpoint,slack [ps],startpoint
hold / removal,quadrant[14][1],0,320,quadrant[13][1]
hold reg to reg,quadrant[14][1],0,320,quadrant[13][1]
setup reg to reg,x[10][13],11,8470,y[9][14]
setup / recovery,x[10][13],11,8470,y[9][14]
==> layout make-up <==
| cell class | count | area (um^2) |
|---|---|---|
| Fill cell | 10780 | 63120 |
| Multi-Input combinational cell | 4086 | 30200 |
| Sequential cell | 730 | 14620 |
| Clock buffer | 107 | 2280 |
| Tap cell | 1512 | 1892 |
| Inverter | 333 | 1250 |
| Timing Repair Buffer | 84 | 798.3 |
| Clock inverter | 39 | 494.2 |
==> flip-flops by register name (all words and copies together), names as in the netlist <==
signal / count
cos_r: 17
quadrant: 30
sin_o_r: 17
x: 205
y: 209
z: 252
==> metrics by stage <==
step	setup slack [ps]	hold slack, ps	util
6_report	8465	317.3	0.4495
5_1_grt	8169	325.2	0.4495
4_1_cts	8511	318.3	0.4495
3_5_place_dp	8531	312.1	0.4253
3_3_place_gp	8619	309.8	0.4253
2_1_floorplan	8963	309.6	-
==> routing by layer <==
layer | up-vias | track usage | routed length, um
li1 | 18880 | - | -
met1 | 15850 | 0.2386 | 46270
met2 | 514 | 0.2847 | 44850
met3 | 172 | 0.02515 | 3564
met4 | 0 | 0.04539 | 3006
met5 | - | 0 | 0
